==> flow/design.v <==
`timescale 1ns / 1ps
module full_adder(a,b,cin,sum,cout
    );
input a;
input b;
input cin;
output sum;
wire sum;
output cout;
wire cout;
assign sum = a^b^cin;
assign cout = (a & b) | (b & cin) | (cin & a);
endmodule
`timescale 1ns / 1ps
module seven_bit_adder(PB1, PB2, PB3, PB4, Y, out, carry_out
    );
	input PB1, PB2, PB3, PB4;
	input [3:0]Y;
	output [6:0] out;
	output carry_out;
	reg [6:0] A;
	reg [6:0] B;
	wire carry_out;
	wire [6:0] out;
	wire [5:0] carry;
	always @(posedge PB1) begin
		A[3:0] <= Y;
	end
	always @(posedge PB2) begin
		A[6:4] <= Y[2:0];
	end
	always @(posedge PB3) begin
		B[3:0] <= Y;
	end
	always @(posedge PB4) begin
		B[6:4] <= Y[2:0];
	end
	full_adder FA0(A[0], B[0], 1'b0, out[0], carry[0]);
	full_adder FA1(A[1], B[1], carry[0], out[1], carry[1]);
	full_adder FA2(A[2], B[2], carry[1], out[2], carry[2]);
	full_adder FA3(A[3], B[3], carry[2], out[3], carry[3]);
	full_adder FA4(A[4], B[4], carry[3], out[4], carry[4]);
	full_adder FA5(A[5], B[5], carry[4], out[5], carry[5]);
	full_adder FA6(A[6], B[6], carry[5], out[6], carry_out);
endmodule
==> flow/constraint.sdc <==
current_design seven_bit_adder

set clk_period 2.3
set clk_io_pct 0.2

create_clock -name clk0 -period $clk_period [get_ports {PB1}]
create_clock -name clk1 -period $clk_period [get_ports {PB2}]
create_clock -name clk2 -period $clk_period [get_ports {PB3}]
create_clock -name clk3 -period $clk_period [get_ports {PB4}]

set non_clock_inputs [all_inputs -no_clocks]
set_input_delay [expr $clk_period * $clk_io_pct] -clock clk0 $non_clock_inputs
set_output_delay [expr $clk_period * $clk_io_pct] -clock clk0 [all_outputs]
==> flow/config.mk <==
export PLATFORM = sky130hd
export DESIGN_NAME = seven_bit_adder
export DESIGN_NICKNAME = seven_bit_adder
export VERILOG_FILES = /design/flow/design.v
export SDC_FILE = /design/flow/constraint.sdc
export NUM_CORES = 4
export LEC_CHECK = 1
export CORE_AREA = 10 10 70 70
export DIE_AREA = 0 0 80 80
==> flow/run.sh <==
#!/bin/bash
# OpenROAD 26Q1-2900-gdf79404cd8, Yosys 0.63+post, stock flow scripts
make -C /OpenROAD-flow-scripts/flow DESIGN_CONFIG=/design/flow/config.mk WORK_HOME=/design/flow/orfs finish
==> reports/results.txt <==
Seq share, synth = 57.88%
Dpl cells = 84
Static leakage = 0.2955 nW
Worst hold path type = input pin to flop
Switching share of power = 20.55%
Seq pwr share = 38.5%
Hold Path Depth = 1
Diode count = 0
CP endpoint kind = primary output
Num rows = 21
CP cell instances = ha_4, fa_2, fa_2, fa_2, fa_2, fa_2, inv_2, fa_2, inv_2, buf_2
Drt via density = 2.765
Hold path start = Y[3]
Maximum net fanout on the critical path = 1
Cell variety after synth = 5
Internal = 0.0005470 W
Mapped Area = 484.2 um2
Port Buffers = 12
Yosys chip area = 484.2 um2
Endpoint of the worst hold path = A[3]
Initial antenna violation count = 0
Crit path launch type = flop
CP most frequent cell = fa_2
Setup TNS = -3704 ps
Status = finished with violations
# IOs = 16
CP top delay family = adder cells
Critical path type = flop to primary output
# Cells Yosys = 33
Failing checks = negative setup slack
Final setup vio count = 5
Setup Fix Bufs, Post-CTS = 0
Routed Antenna Nets = 0
Place WS = -1358 ps
Largest net degree at the start of global routing = 5
Drt pass-1 iters = 2
Non-Filler Instances = 98
P_sw = 0.0001415 W
WL final = 929 um
Area Growth Syn to Fin = 47.03%
RSZ-0062 raised after global routing = yes
Final Util = 20.84%
Die Wd = 80 um
Final GP Congestion = 0.7010
First-pass GRT wire length = 1683 um
Avg Inst Size Synth = 14.67 um2
Log Warnings = 29
Ys flops = 14
Arr. time, crit path = 3040 ps
Final Hold Viols = 0
Mapped Cells = 33
Slowest stage delay, CP = 420 ps
Top Layout Cells = 12 x dfxtp_1, 12 x clkbuf_4, 6 x fa_2, 6 x clkdlybuf4s50_1, 5 x buf_2
Maximum vdd drop = 0.2907 mV
Yosys warning count = 1
Initial DRC Count = 2
Via count = 271
CP max stage cell = fa_2
Routed wire per std cell = 9.480 um
Max_cap viols = 0
Clock Sinks = 14
Max-slew violation count = 0
Total GRT Usage = 3.577%
Power per cell area = 967.2 nW/um2
Post-CTS Hold Buffers = 0
Clock group share of total power = 52.1%
Residual DRC = 0
Setup slack after layout = -1204 ps
# fillers = 378
WP buf/inv = 3
Global route overflow = 0
Chip area = 6400 um2
Share of layout cells above drive strength 1 = 53.85%
Core Area = 3416 um2
CP required = 1840 ps
Die Ht = 80 um
CTS clk-pin slew, worst paths = 40 ps
CTS tree = built
Comb pwr share = 9.4%
Vias in the first global route = 395
Fp util = 14.18%
Slew HR = 90.88%
Total chip power = 0.0006886 W
Worst slew pin tran = 136.4 ps
## area by class of cell
type | count | area [um2] | area share, %
multi-input cells | 7 | 160.2 | 22.50
inverters | 5 | 18.77 | 2.636
well taps | 46 | 57.56 | 8.084
flip-flops and latches | 14 | 282.8 | 39.72
repair buffers | 12 | 95.09 | 13.36
clock buffers | 14 | 97.59 | 13.71
## power by group through the flow
stage / Sequential (W) / Combinational, W / Clock [W]
after CTS: 0.000265 / 0.0000709 / 0.000377
after global routing: 0.000267 / 0.0000789 / 0.000402
final: 0.000265 / 0.0000648 / 0.000358
## what timing repair did
item	CTS	global route
endpoints found under the setup margin	6	6
pin swaps	7	7
gates resized	21	2
## registers in the layout, summed over array words and instances, names as in the netlist
signal,cells
B,7
A,7
## through the flow
step / cell area, um2 / hold slack (ps)
after CTS: 710.7 / 714.8
after detailed placement: 624.3 / 967.8
after global placement: 624.3 / 967.2
after floorplan: 499.2 / 487.7
final: 711.9 / 724.5
after global routing: 711.9 / 724.1
## worst max-delay path by stage
stage | to | start | slack, ps | depth (start not counted)
6_report | out[6] | B[0] | -1200 | 10
5_1_grt | out[6] | B[0] | -1310 | 10
4_1_cts | out[6] | A[0] | -1400 | 10
## logic make-up (layout without fill, tap and decap cells)
group	after synthesis	in the layout	synth area share, %
adders and majority gates	7	7	27.39
buffers and inverters	12	31	14.73
DFF	14	14	57.88
## per-layer routing
| metal | track usage (%) | vias to the layer above | share of wire, % |
|---|---|---|---|
| met5 | 0 | - | 0 |
| met4 | 3.873 | 0 | 7.8 |
| met3 | 3.068 | 7 | 11 |
| met2 | 4.173 | 18 | 44 |
| met1 | 3.554 | 122 | 37 |
| li1 | - | 124 | - |
## cell usage after synthesis (all sizes together)
master	instances	area share, %
fa	6	25
inv	5	3.9
ha	1	2.6
dfxtp	14	58
buf	7	11
No activity file was given, so power comes from the tool's default toggle rates.
