**flow/design.v**
```verilog
`timescale 1ns / 1ps
module eight_bit_comparator(PB1, PB2, PB3, PB4, Y, le, eq, gr
    );
	input PB1, PB2, PB3, PB4;
	input [3:0]Y;
	output le, eq, gr;
	wire le, eq, gr;
	reg [7:0]A;
	reg [7:0]B;
	wire [6:0] l;
	wire [6:0] g;
	wire [6:0] e;
	always @(posedge PB1) begin
		A[3:0] <= Y;
	end
	always @(posedge PB2) begin
		A[7:4] <= Y;
	end
	always @(posedge PB3) begin
		B[3:0] <= Y;
	end
	always @(posedge PB4) begin
		B[7:4] <= Y;
	end
	one_bit_comparator C0(A[7], B[7], 1'b0, 1'b1, 1'b0, l[6], e[6], g[6]);
	one_bit_comparator C1(A[6], B[6], l[6], e[6], g[6], l[5], e[5], g[5]);
	one_bit_comparator C2(A[5], B[5], l[5], e[5], g[5], l[4], e[4], g[4]);
	one_bit_comparator C3(A[4], B[4], l[4], e[4], g[4], l[3], e[3], g[3]);
	one_bit_comparator C4(A[3], B[3], l[3], e[3], g[3], l[2], e[2], g[2]);
	one_bit_comparator C5(A[2], B[2], l[2], e[2], g[2], l[1], e[1], g[1]);
	one_bit_comparator C6(A[1], B[1], l[1], e[1], g[1], l[0], e[0], g[0]);
	one_bit_comparator C7(A[0], B[0], l[0], e[0], g[0], le, eq, gr);
endmodule
`timescale 1ns / 1ps
module one_bit_comparator(a, b, lprev, eprev, gprev, l, e, g
    );
	input a, b, lprev, eprev, gprev;
	output l, e, g;
	wire l, e, g;
	assign l = lprev | (eprev & ~a & b);
	assign g = gprev | (eprev & a & ~b);
	assign e = eprev & (~(a^b));
endmodule
```
**flow/run.sh**
```bash
#!/bin/bash
# OpenROAD 26Q1-2900-gdf79404cd8, Yosys 0.63+post, stock flow scripts
make -C /OpenROAD-flow-scripts/flow DESIGN_CONFIG=/design/flow/config.mk WORK_HOME=/design/flow/orfs finish
```
**flow/config.mk**
```make
export PLATFORM = sky130hd
export DESIGN_NAME = eight_bit_comparator
export DESIGN_NICKNAME = eight_bit_comparator
export VERILOG_FILES = /design/flow/design.v
export SDC_FILE = /design/flow/constraint.sdc
export NUM_CORES = 4
export LEC_CHECK = 1
export CORE_AREA = 10 10 76 76
export DIE_AREA = 0 0 86 86
```
**flow/constraint.sdc**
```tcl
current_design eight_bit_comparator

set clk_period 3.8
set clk_io_pct 0.2

create_clock -name clk0 -period $clk_period [get_ports {PB1}]
create_clock -name clk1 -period $clk_period [get_ports {PB2}]
create_clock -name clk2 -period $clk_period [get_ports {PB3}]
create_clock -name clk3 -period $clk_period [get_ports {PB4}]

set non_clock_inputs [all_inputs -no_clocks]
set_input_delay [expr $clk_period * $clk_io_pct] -clock clk0 $non_clock_inputs
set_output_delay [expr $clk_period * $clk_io_pct] -clock clk0 [all_outputs]
```
==> Changelog: implementation <==
### Physical design

* Dpl cell area at 752 um^2
* Yosys Chip Area at 619 um^2
* IO buf count at 7
* Worst hold path class: input pin to flip-flop
* Main flop type after synthesis: dfxtp_1
* DIE AREA at about 7400 um^2
* Max-slew headroom at 84.7%
* Post-DP HPWL at 919 um
* Worst hold slack at 1.08 ns
* Grt ovf at 0
* Final Hold Violating Endpoints at 0
* Power Density at between 600 and 700 nW/um^2
* Die height at 86 um
* Synth-to-Final Area Change at 48.1%
* Fillers at 431
* Synth Area per Inst at 10.9 um^2
* Core box area at 4120 um^2
* Num Clock Sinks at 16
* Iteration tally of the first detailed-router pass at 3
* Setup_tns at 0 ns
* Reg power frac at 32.3%
* Synth warn at 1
* Cells after synthesis at ~57
* Yosys cell count at 57
* DRC at 0
* Layout cells sized above 1 at between 10% and 20%
* FFs w/ async S/R, synth at 0%
* Via density at 3.31
* Pint at 0.471 mW
* Remaining antenna violation count at 0
* Yosys reg bits at 16
* # diodes at 0
* RSZ-0062 raised after global routing: false
* Critical Path RT at 3.04 ns
* Status: complete, no violations
* Pleak at ~0.39 nW
* Rows at 23
* Fin util at 22.3%
* MaxCap Viol Count at 0
* Initial antenna violation count at 0
* First-pass GRT wire length at 2.08 mm
* Tot Pwr at between 0.5 and 0.6 mW
* Post-Route WL at 1.22 mm
* Post_cts resized at 0
* IO Count at 11
* Tool warnings at 27
* Combinational Area at 273 um^2
* Final Max Slew Viols at 0
* Switching Share at 17.7%
* Post CTS Setup Buffer Count at 0
* Largest net degree at the start of global routing at 5
* Tot GR Track Use at 3.52%
* Via count at 417
* Number of enable flip-flop cells at 0
* Yosys cell types at 21
* Net Sw Power at 0.101 mW
* VDD IR-drop max at between 0.3 and 0.4 mV
* TritonCTS clock tree: built
* Starting DRT DRC Count at 3
* Worst Setup Start Kind: flip-flop
* Clock Pin Slew Worst Setup and Hold Paths at 0.03 ns
* Setup CP Type: flip-flop to output pin
* Slew of the pin with the lowest slew margin at 0.230 ns
* Arrival time worst endpoint at 1.85 ns
* Routability cong. at between 0.8 and 0.9
* Hold-fix buffers, CTS at 0
* WL/cell at 9.69 um
* Number of setup violations in the final report at 0
* Post-synth seq share at 51.7%
* Register area at approximately 320 um^2
* CP endpoint kind: output pin
* Area of the mapped netlist at 619 um^2
* Post-route design area at 917 um^2
* Vias in the first global route at ~500
* Clock power frac at 60.7%
* CP Max Fanout at 4
* Gate power share at 7.0%
* FP Core Util at 15.1%
* Die W at around 86 um
==> flip-flops by register name, indices dropped and copies added, names as in the netlist <==
register,count
A,8
B,8
==> worst paths after layout <==
path               start   end  slack, ns  depth (start not counted)
min in group clk3   Y[3]  B[7]       1.08                          1
min in group clk1   Y[3]  A[7]       1.08                          1
min in group clk2   Y[3]  B[3]       1.08                          1
min                 Y[3]  A[3]       1.08                          1
max                 B[7]    le       1.19                          6
max in group clk1   Y[2]  A[6]       2.63                          1
max in group clk2   Y[2]  B[2]       2.64                          1
max in group clk3   Y[2]  B[6]       2.63                          1
==> power by group through the flow <==
stage	Clock [mW]	Combinational, mW	Sequential, mW
CTS	0.360	0.0410	0.185
global route	0.374	0.0451	0.186
finish	0.348	0.0401	0.185
==> cell usage after synthesis, drive strengths merged, types with 2 or more instances <==
| cell | number | area (um^2) |
|---|---|---|
| xnor2 | 3 | 26.3 |
| nand2b | 5 | 31.3 |
| ha | 2 | 25.0 |
| xor2 | 2 | 17.5 |
| maj3 | 6 | 61.3 |
| and3 | 2 | 13.8 |
| nor2b | 4 | 25.0 |
| inv | 7 | 26.3 |
| dfxtp | 16 | 320 |
==> cells by family after synthesis <==
| kind of cell | Yosys count | synth area share (%) |
|---|---|---|
| and+or+nand+nor | 16 | 15.8 |
| AOI/OAI and AO/OA | 5 | 7.27 |
| DFF | 16 | 51.7 |
| adders and majority gates | 8 | 13.9 |
| xor gates and xnor gates | 5 | 7.07 |
| buffers and inverters | 7 | 4.24 |
==> stage by stage <==
stage	std cells	setup slack [ns]
floorplan	57	1.92
global placement	114	1.39
detailed placement	114	1.39
CTS	126	1.16
global route	126	1.05
finish	126	1.19
==> layout make-up <==
cell class | count | share of cell area (%)
multi-input combinational | 34 | 29.7
clock buffer | 12 | 18.0
timing repair buffer | 7 | 7.64
inverter | 7 | 2.86
tap | 50 | 6.82
sequential | 16 | 34.9
==> cells in the final DEF (no fill, tap or decap) <==
| master | count |
|---|---|
| dfxtp_1 | 16 |
| clkbuf_8 | 12 |
| inv_1 | 7 |
| clkdlybuf4s50_1 | 7 |
| nand2b_1 | 5 |
| maj3_1 | 5 |
| nor2b_1 | 4 |
| xnor2_1 | 3 |
| xor2_1 | 2 |
| ha_1 | 2 |
| nor2_1 | 1 |
| and3_2 | 1 |
| nor4bb_1 | 1 |
| and3_1 | 1 |
| maj3_2 | 1 |
| a221oi_2 | 1 |
| o2111ai_1 | 1 |
| nand2_1 | 1 |
| nor3_1 | 1 |
| nand3_1 | 1 |
| a21oi_1 | 1 |
| o221ai_1 | 1 |
| a21o_1 | 1 |
==> layer usage <==
metal	routed length [um]	global-route usage, %	part of all wire, %	vias to the layer above
met3	95	2.57	7.8	2
li1	-	-	-	228
met1	635	4.66	52	172
met5	0	0	0	-
met2	484	3.99	40	15
met4	6	1.80	0.49	0
==> critical path, stage by stage (launching register included) <==
cell,delay (ns)
dfxtp_1,0.32
inv_1,0.05
ha_1,0.33
and3_2,0.22
a221oi_2,0.23
nand2_1,0.08
clkdlybuf4s50_1,0.42
Power is estimated from default activity; no workload was simulated.
