<file path="flow/design.v">
`timescale 1ns / 1ps
module lcd_driver(line1, line2, clk, lcd_rs, lcd_w, lcd_e, data);
		input [127:0]line1;
		input [127:0]line2;
		input clk;
		output lcd_rs, lcd_w, lcd_e;
		output [3:0]data;
		reg lcd_rs, lcd_w, lcd_e;
		reg [3:0]data;
		reg [7:0] db;
		reg [19:0]counter = 20'b0;
		reg [5:0] state = 6'b0;
		reg [2:0] s1 = 3'b0;
		reg [6:0] idx = 7'b1111111;
		always @(posedge clk) begin
			if(counter == 1000000) begin
				case(state)
					6'b000000: begin
									lcd_e <= 0;
									state <= state + 1;
								end
					6'b000001: begin
									lcd_rs <= 0;
									lcd_w <= 0;
									data <= 4'b0011;
									state <= state + 1;
								end
					6'b000010: begin
									lcd_e <= 1;
									state <= state + 1;
								end
					6'b000011: begin
									lcd_e <= 0;
									state <= state + 1;
								end
					6'b000100: begin
									lcd_rs <= 0;
									lcd_w <= 0;
									data <= 4'b0011;
									state <= state + 1;
								end
					6'b000101: begin
									lcd_e <= 1;
									state <= state + 1;
								end
					6'b000110: begin
									lcd_e <= 0;
									state <= state + 1;
								end
					6'b000111: begin
									lcd_rs <= 0;
									lcd_w <= 0;
									data <= 4'b0011;
									state <= state + 1;
								end
					6'b001000: begin
									lcd_e <= 1;
									state <= state + 1;
								end
					6'b001001: begin
									lcd_e <= 0;
									state <= state + 1;
								end
					6'b001010: begin
									lcd_rs <= 0;
									lcd_w <= 0;
									data <= 4'b0010;
									state <= state + 1;
								end
					6'b001011: begin
									lcd_e <= 1;
									state <= state + 1;
								end
					6'b001100: begin
									lcd_e <= 0;
									state <= state + 1;
								end
					6'b001101: begin
									lcd_rs <= 0;
									lcd_w <= 0;
									data <= 4'b0010;
									state <= state + 1;
								end
					6'b001110: begin
									lcd_e <= 1;
									state <= state + 1;
								end
					6'b001111: begin
									lcd_e <= 0;
									state <= state + 1;
								end
					6'b010000: begin
									lcd_rs <= 0;
									lcd_w <= 0;
									data <= 4'b1000;
									state <= state + 1;
								end
					6'b010001: begin
									lcd_e <= 1;
									state <= state + 1;
								end
					6'b010010: begin
									lcd_e <= 0;
									state <= state + 1;
								end
					6'b010011: begin
									lcd_rs <= 0;
									lcd_w <= 0;
									data <= 4'b0000;
									state <= state + 1;
								end
					6'b010100: begin
									lcd_e <= 1;
									state <= state + 1;
								end
					6'b010101: begin
									lcd_e <= 0;
									state <= state + 1;
								end
					6'b010110: begin
									lcd_rs <= 0;
									lcd_w <= 0;
									data <= 4'b0110;
									state <= state + 1;
								end
					6'b010111: begin
									lcd_e <= 1;
									state <= state + 1;
								end
					6'b011000: begin
									lcd_e <= 0;
									state <= state + 1;
								end
					6'b011001: begin
									lcd_rs <= 0;
									lcd_w <= 0;
									data <= 4'b0000;
									state <= state + 1;
								end
					6'b011010: begin
									lcd_e <= 1;
									state <= state + 1;
								end
					6'b011011: begin
									lcd_e <= 0;
									state <= state + 1;
								end
					6'b011100: begin
									lcd_rs <= 0;
									lcd_w <= 0;
									data <= 4'b1100;
									state <= state + 1;
								end
					6'b011101: begin
									lcd_e <= 1;
									state <= state + 1;
								end
					6'b011110: begin
									lcd_e <= 0;
									state <= state + 1;
								end
					6'b011111: begin
									lcd_rs <= 0;
									lcd_w <= 0;
									data <= 4'b0000;
									state <= state + 1;
								end
					6'b100000: begin
									lcd_e <= 1;
									state <= state + 1;
								end
					6'b100001: begin
									lcd_e <= 0;
									state <= state + 1;
								end
					6'b100010: begin
									lcd_rs <= 0;
									lcd_w <= 0;
									data <= 4'b0001;
									state <= state + 1;
								end
					6'b100011: begin
									lcd_e <= 1;
									state <= state + 1;
								end
					6'b100100: begin
									lcd_e <= 0;
									state <= state + 1;
								end
					6'b100101: begin
									lcd_rs <= 0;
									lcd_w <= 0;
									data <= 4'b1000;
									state <= state + 1;
								end
					6'b100110: begin
									lcd_e <= 1;
									state <= state + 1;
								end
					6'b100111: begin
									lcd_e <= 0;
									state <= state + 1;
								end
					6'b101000: begin
									lcd_rs <= 0;
									lcd_w <= 0;
									data <= 4'b0000;
									state <= state + 1;
								end
					6'b101001: begin
									lcd_e <= 1;
									state <= state + 1;
								end
					6'b101010:begin
									case(s1)
										3'b000: begin
													db= {line1[idx],line1[idx-1],line1[idx-2],line1[idx-3],line1[idx-4],line1[idx-5],line1[idx-6],line1[idx-7]};
													lcd_e <= 0;
													s1 <= s1 + 1;
												end
										3'b001: begin
													lcd_rs <= 1;
													lcd_w <= 0;
													data <= db[7:4];
													s1 <= s1 + 1;
												end
										3'b010: begin
													lcd_e <= 1;
													s1 <= s1 + 1;
												end
										3'b011: begin
													lcd_e <= 0;
													s1 <= s1 + 1;
												end
										3'b100: begin
													lcd_rs <= 1;
													lcd_w <= 0;
													data <= db[3:0];
													s1 <= s1 + 1;
												end
										3'b101: begin
													lcd_e <= 1;
													if(idx > 7'b0000111) begin
														idx <= idx - 8;
													end
													else if(idx == 7'b0000111) begin
														idx <= 7'b0;
													end
													if(idx == 7'b0000000) begin
														state <= state + 1;
														idx <= 7'b1111111;
													end
													s1 <= 3'b000;
												end
									endcase
								end
					6'b101011: begin
									lcd_e <= 0;
									state <= state + 1;
								end
					6'b101100: begin
									lcd_rs <= 0;
									lcd_w <= 0;
									data <= 4'b1100;
									state <= state + 1;
								end
					6'b101101: begin
									lcd_e <= 1;
									state <= state + 1;
								end
					6'b101110: begin
									lcd_e <= 0;
									state <= state + 1;
								end
					6'b101111: begin
									lcd_rs <= 0;
									lcd_w <= 0;
									data <= 4'b0000;
									state <= state + 1;
								end
					6'b110000: begin
									lcd_e <= 1;
									state <= state + 1;
								end
					6'b110001:begin
									case(s1)
										3'b000: begin
													db= {line2[idx],line2[idx-1],line2[idx-2],line2[idx-3],line2[idx-4],line2[idx-5],line2[idx-6],line2[idx-7]};
													lcd_e <= 0;
													s1 <= s1 + 1;
												end
										3'b001: begin
													lcd_rs <= 1;
													lcd_w <= 0;
													data <= db[7:4];
													s1 <= s1 + 1;
												end
										3'b010: begin
													lcd_e <= 1;
													s1 <= s1 + 1;
												end
										3'b011: begin
													lcd_e <= 0;
													s1 <= s1 + 1;
												end
										3'b100: begin
													lcd_rs <= 1;
													lcd_w <= 0;
													data <= db[3:0];
													s1 <= s1 + 1;
												end
										3'b101: begin
													lcd_e <= 1;
													if(idx > 7'b0000111) begin
														idx <= idx - 8;
													end
													else if(idx == 7'b0000111) begin
														idx <= 7'b0;
													end
													if(idx == 7'b0000000) begin
														state <= state + 1;
													end
													s1 <= 3'b000;
												end
									endcase
								end
					6'b110010: begin
									lcd_e <= 0;
								end
				endcase
				counter <= 20'b0;
			end
			else begin
				counter <= counter + 1;
			end
		end
endmodule
`timescale 1ns / 1ps
module lcd_driver_top(clk, lcd_rs, lcd_w, lcd_e, data
    );
	 input clk;
	 output lcd_rs, lcd_w, lcd_e;
	 output [3:0] data;
	 wire lcd_rs, lcd_w, lcd_e;
	 wire [3:0] data;
	 lcd_driver LD0("WELCOME TO CSE, ", "IIT KANPUR      ", clk, lcd_rs, lcd_w, lcd_e, data);
endmodule
</file>
<file path="flow/run.sh">
#!/bin/bash
# OpenROAD 26Q1-2900-gdf79404cd8, Yosys 0.63+post, stock flow scripts
make -C /OpenROAD-flow-scripts/flow DESIGN_CONFIG=/design/flow/config.mk WORK_HOME=/design/flow/orfs finish
</file>
<file path="flow/config.mk">
export PLATFORM = sky130hd
export DESIGN_NAME = lcd_driver_top
export DESIGN_NICKNAME = lcd_driver_top
export VERILOG_FILES = /design/flow/design.v
export SDC_FILE = /design/flow/constraint.sdc
export NUM_CORES = 4
export LEC_CHECK = 1
export CORE_UTILIZATION = 30
</file>
<file path="flow/constraint.sdc">
current_design lcd_driver_top

set clk_period 7.2
set clk_io_pct 0.2

create_clock -name clk0 -period $clk_period [get_ports {clk}]

set non_clock_inputs [all_inputs -no_clocks]
set_input_delay [expr $clk_period * $clk_io_pct] -clock clk0 $non_clock_inputs
set_output_delay [expr $clk_period * $clk_io_pct] -clock clk0 [all_outputs]
</file>
==> ci_impl_report.md <==
### Yosys + OpenROAD results

| Metric | Value |
|---|---|
| Status | `finished clean` |
| Ys async rst share | `0` |
| EDFF count, synth | `30` |
| Initial DRC count | `roughly 480` |
| Latency at later pin | `approximately 0.29 ns` |
| Clock tree buffer depth | `2` |
| CP startpoint | `LD0.idx[4]` |
| CP arrival | `around 4 ns` |
| Syn. warnings | `1` |
| Die X | `roughly 150 microns` |
| Worst Tran Pin Value | `0.792 ns` |
| Crit Reg-Reg Startpoint | `LD0.idx[4]` |
| Tool warning count | `45` |
| DRC | `0` |
| Pins Over Slew Limit | `0` |
| CP required | `7.24 ns` |
| R2R depth | `8` |
| CTS tree | `yes` |
| Root buffer cell | `clkbuf_16` |
| Crit path time final | `slightly below 4 ns` |
| Via count | `approximately 6,400` |
| Total CTS buffers | `5` |
| All-Layer GR Usage | `0.165` |
| Routed wire per std cell | `16.6 microns` |
| Worst R2R Setup Slack | `3.24 ns` |
| Init Core Util | `0.305` |
| Psw | `0.112 mW` |
| Number of core rows | `53` |
| Final Wtd Congestion | `approximately 0.9` |
| P_leak | `2.03 nW` |
| Power Density | `approximately 81 mW/mm^2` |
| Crit path to | `LD0.db[2]` |
| WS Path Type | `flop to flop` |
| Die area | `0.0220 sq mm` |
| Worst setup EP type | `flop` |
| Flop pwr share | `0.550` |
| Port Buffer Count | `6` |
| Vias per inst | `5.86` |
| CTS Hold Bufs | `0` |
| Setup TNS | `0 ns` |
| Yosys cell count | `about 850` |
| Post-Synthesis Cells | `approximately 850` |
| Routed Antenna Nets | `0` |
| Worst R2R End | `LD0.db[2]` |
| Share of the synthesized area in the top cell type | `0.140` |
| Final setup vio count | `0` |
| Total power | `0.544 mW` |
| Area of the mapped netlist | `0.00641 sq mm` |
| Min-Delay Path Depth | `2` |
| #FFs+latches synth | `about 50` |
| Ys flop type | `edfxtp_1` |
| Worst setup SP type | `flop` |
| Clock Pin Slew Worst Setup and Hold Paths | `0.07 ns` |
| H-Tree Depth | `2` |
| CTS resizes | `0` |
| Worst vdd ir | `about 0.0001 V` |
| Seq/Total Area, Yosys | `0.203` |
| Core area | `0.0210 sq mm` |
| Grt ovf | `0` |
| Combinational Power Share | `0` |
| Initial antenna violation count | `0` |
| Total of max-cap violations | `0` |
| Worst Skew | `0.00854 ns` |
| Mean Syn Cell Area | `7.54 sq um` |
| Max_slew headroom | `0.472` |
| Cell type with the largest total area | `edfxtp_1` |
| Num Clock Sinks | `around 50` |
| Unrepaired setup endpoints after global routing | `false` |
| Vias in the first global route | `5,537` |
| Fmax | `roughly 250 MHz` |
| Netlist cell types | `89` |
| Die y size | `148 microns` |
| Max FO, Critical Path | `18` |
| IO Pins | `8` |
| Hold Crit Class | `flop to flop` |
| Diodes inserted | `0` |
| P&R area growth vs syn | `5.09%` |
| Cell-internal power | `0.432 mW` |
| Layout cell share with drive strength beyond 1 | `0.0826` |
| Net Sw Frac | `0.206` |
| Largest net degree at the start of global routing | `64` |
| Final wirelength | `18.0 mm` |
| Global-route wire length before repair | `29.4 mm` |
| Fin crit share | `0.551` |
| Post-DP HPWL | `roughly 12 mm` |
| Initial DRT Pass Iterations | `5` |
| Fillers | `2,212` |
| Post-synth area from yosys stat | `0.00641 sq mm` |
| Clock power frac | `0.450` |
| Post-CTS Setup Bufs | `0` |
| Largest cells by area | `edfxtp_1 (14%), dfxtp_1 (6.2%), xnor2_1 (6.1%), ha_1 (5.7%), nand2_1 (5.3%)` |
| Final Hold Fails | `0` |
[cells in the mapped netlist, drive strengths merged, types with 24 or more instances]
library cell,n
nand2,91
a21oi,72
o21ai,66
nor2,60
xnor2,50
buf,49
nand3,43
edfxtp,30
ha,29
inv,28
o211ai,25
clkbuf,24
[through the flow]
stage / hold WS, ns / std cells / setup WS [ns] / utilization / instance area [sq um]
2_1_floorplan: 0.419 / 850 / 4.24 / - / 6410
3_3_place_gp: 0.441 / 1078 / 3.28 / 0.313 / 6590
3_5_place_dp: 0.438 / 1078 / 3.35 / 0.313 / 6590
4_1_cts: 0.453 / 1086 / 3.31 / 0.321 / 6740
5_1_grt: 0.506 / 1086 / 3.07 / 0.321 / 6740
6_report: 0.452 / 1086 / 3.24 / 0.321 / 6740
[area by class of cell]
| type | instances | area (sq um) | share of cell area |
|---|---|---|---|
| clock inverters | 3 | 28.8 | 0.00427 |
| multi-input cells | 699 | 4620 | 0.686 |
| inverters | 28 | 105 | 0.0156 |
| well taps | 275 | 344 | 0.0511 |
| repair buffers | 26 | 210 | 0.0312 |
| flip-flops and latches | 50 | 1300 | 0.193 |
| clock buffers | 5 | 125 | 0.0186 |
[sequential cells by signal, indices dropped and copies added (netlist names)]
name	flops
LD0.data	4
LD0.counter	20
LD0.s1	3
LD0.lcd_e	1
LD0.idx	7
LD0.db	8
LD0.state	6
LD0.lcd_rs	1
[power by group through the flow]
stage         clock network (mW)  logic (mW)  registers, mW
CTS                        0.254   0.0000181          0.299
global route               0.265   0.0000206          0.299
finish                     0.245  0.00000909          0.299
[worst min path at each step]
stage / slack [ns] / end / start
finish: 0.45 / LD0.counter[19] / LD0.counter[19]
global route: 0.51 / LD0.counter[19] / LD0.counter[19]
CTS: 0.45 / LD0.counter[19] / LD0.counter[19]
[cells by family (layout without fill, tap and decap cells)]
| family | after synthesis | after routing | share of synthesized area |
|---|---|---|---|
| flip-flops | 50 | 50 | 0.203 |
| other | 1 | 1 | 0.000585 |
| AND/OR/NAND/NOR | 290 | 290 | 0.223 |
| AND-OR/OR-AND | 297 | 297 | 0.316 |
| XOR/XNOR | 67 | 67 | 0.0991 |
| adder cells (fa/ha/maj) | 32 | 32 | 0.0613 |
| multiplexers | 12 | 12 | 0.0211 |
| buffers and inverters | 101 | 62 | 0.0759 |
[metal layers]
metal,share of wire,track usage,vias up
met1,0.47,0.257,2983
met3,0.077,0.0257,30
met2,0.43,0.245,242
met5,0,0,-
met4,0.017,0.0289,0
li1,-,-,3104
[critical path: stages (launching register included)]
cell,delay (ns)
edfxtp_1,0.72
inv_2,0.34
ha_1,0.47
nor3b_4,0.74
nand2_1,0.46
o2111ai_1,0.31
nand3_1,0.10
a31o_2,0.24
o311a_1,0.32
[cell usage in the layout (no fill, tap or decap), types with 16 or more instances in the layout]
master,synthesis,final
xor2_1,17,17
o21ai_0,61,61
nand3_1,43,43
nor3_1,20,20
inv_1,22,22
buf_4,10,20
nor2_1,59,59
dfxtp_1,20,20
a31oi_1,17,17
nand4_1,16,16
ha_1,29,29
xnor2_1,45,45
nand2_1,90,90
a21oi_1,66,66
o211ai_1,25,25
edfxtp_1,30,30
Power and IR drop assume default switching activity.
